$ cat config.mk
export PLATFORM = sky130hd
export DESIGN_NAME = alu
export DESIGN_NICKNAME = alu
export VERILOG_FILES = /design/flow/design.v
export SDC_FILE = /design/flow/constraint.sdc
export NUM_CORES = 4
export LEC_CHECK = 1
export CORE_AREA = 10 10 70 70
export DIE_AREA = 0 0 80 80
$ cat constraint.sdc
current_design alu

set clk_period 1.9
set clk_io_pct 0.2

create_clock -name clk0 -period $clk_period

set non_clock_inputs [all_inputs -no_clocks]
set_input_delay [expr $clk_period * $clk_io_pct] -clock clk0 $non_clock_inputs
set_output_delay [expr $clk_period * $clk_io_pct] -clock clk0 [all_outputs]
$ cat design.v
module sum1b(
        input A, 
        input B, 
        input Ci,
        output Cout,
        output Sum
    );
    reg [1:0] result;
    assign Sum = result[0];
    assign Cout = result[1];
    always@(*) begin
      result = A+B+Ci;
    end
  endmodule
    module restador_4bit (
        input [3:0] A,            
        input  [3:0] B,            
        input  Sel,          
        output  [3:0] salida,  
        output  Co         
    );
    wire b0, b1, b2, b3;
    wire cout, Co_ ;
    assign b0 = B[0]^Sel;
    assign b1 = B[1]^Sel;
    assign b2 = B[2]^Sel;
    assign b3 = B[3]^Sel;
    sum4b s0 (.A(A), .B({b3, b2, b1, b0}), .CI(Sel),  .Cout(Co_) ,.Sum(cout));
endmodule
module alu(
     input  [3:0] A,
     input  [3:0] B,
     input  [1:0] sel,
     input  CI,
	  input clk,
     output  reg [7:0] cout
);
wire [3:0] sum_out;
sum4b  sum1 (.A(A),.B(B),.Sum(sum_out));
wire [3:0] rest_out;
restador_4bit  res1(.A(A),.B(B),.salida(rest_out));
wire [7:0] mul_out;
multiplicador mul1(.MR(A),.MD(B),.pp(mul_out)); 
always @(*) begin
     case(sel)
          2'b00: cout = sum_out ;
          2'b01: cout = rest_out ;
          2'b10: cout = mul_out ;
          default : cout = 8'b00000000;  
     endcase
end
endmodule
module multiplicador(
        input clk,
        input init,    
        input [3:0] MR, 
		input [3:0] MD, 
        output reg done,
		output reg [7:0] pp
    );
    reg sh;
    reg rst;
    reg add;
    reg [6:0] A;
    reg [3:0] B;
    wire z;
    reg [2:0] status;
    parameter START = 0, CHECK = 1, ADD = 2, SHIFT = 3, END1 = 4;
    initial begin
        status = START;
        rst = 1'b0;
        pp = 6'b0;
        A = 6'b0;
        B = 3'b0; 
    end
    always @(negedge clk) begin
	    case (status)
	        START: begin
	        	sh <= 1'b0;
	        	add <= 1'b0;
	        	if (init) begin
	        	    status <= CHECK;
	        	    done <= 1'b0;
	        	    rst <= 1'b1;
	        	end
	        end
	        CHECK: begin 
	        	done <= 1'b0;
	        	rst <= 1'b0;
	        	sh <= 1'b0;
	        	add <= 1'b0;
	        	status <= (B[0]==1)? ADD : SHIFT;
	        end
	        ADD: begin
	        	done <= 1'b0;
	        	rst <= 1'b0;
	        	sh <= 1'b0;
	        	add <= 1'b1;
	        	status <= SHIFT;
	        end
	        SHIFT: begin
	        	done <= 1'b0;
	        	rst <= 1'b0;
	        	sh <= 1'b1;
	        	add <= 1'b0;
	        	status <= (z==1)? END1 : CHECK;
	        end
	        END1: begin
	        	done <= 1'b1;
	        	rst <= 1'b0;
	        	sh <= 1'b0;
	        	add <= 1'b0;
	        	status <= START;
	        end
	        default: status <= START;
	    endcase 
    end 
    always @(posedge clk) begin
    	if (rst) begin
    		A <= {3'b000,MD};
    		B <= MR;
    	end
    	else begin 
    		if (sh) begin
    			A <= A << 1;
    			B <= B >> 1;
    		end
    	end
    end 
    always @(posedge clk) begin
    	if (rst) begin
    		pp <= 6'b0;
    	end
    	else begin 
    		if (add) begin
    		    pp <= pp + A;
    		end
    	end
    end
    assign z = (B==0)? 1'b1 : 1'b0;
endmodule
module sum4b (
        input  [3:0] A,
        input  [3:0] B,
        input   CI,
        output       Cout,
        output [3:0] Sum
    );
  wire c1,c2,c3;
  wire c_out; 
  sum1b s0 (.A(A[0]), .B(B[0]), .Ci(CI),  .Cout(c1) ,.Sum(Sum[0]));
  sum1b s1 (.A(A[1]), .B(B[1]), .Ci(c1), .Cout(c2) ,.Sum(Sum[1]));
  sum1b s2 (.A(A[2]), .B(B[2]), .Ci(c2), .Cout(c3) ,.Sum(Sum[2]));
  sum1b s3 (.A(A[3]), .B(B[3]), .Ci(c3), .Cout(Cout) ,.Sum(Sum[3]));
endmodule
$ cat run.sh
#!/bin/bash
# OpenROAD 26Q1-2900-gdf79404cd8, Yosys 0.63+post, stock flow scripts
make -C /OpenROAD-flow-scripts/flow DESIGN_CONFIG=/design/flow/config.mk WORK_HOME=/design/flow/orfs finish
==> Flow_metrics.wiki <==
== Flow metrics ==
{| class="wikitable"
! Metric !! Value
|-
| Status || finished with violations
|-
| Violations in the final reports || negative setup slack
|-
| Remaining antenna violation count || 0
|-
| Total power of the final layout || 51.3 uW
|-
| Top cell type by total area after synthesis || buf_4
|-
| Fraction of the cycle the final worst path needs || 104%
|-
| Die outline area || between 0.006 and 0.007 sq mm
|-
| Seq Cell Count || 0
|-
| Area delta synth->final || 131%
|-
| Wire length of the first global-routing pass || 821 microns
|-
| Crit path from || B[1]
|-
| DRC marker count from the first detailed-route iteration || 3
|-
| Number of setup violations in the final report || 1
|-
| Critical Path End Type || output port
|-
| Unique masters post-synth || 9
|-
| Ys Warns || 11
|-
| Critical Path Sink || cout[3]
|-
| Pin count of the biggest net entering global routing || 5
|-
| Post-CTS repair timing setup buffer count || 0
|-
| Number of top-level pins || 20
|-
| Floorplan Core Area || 0.00342 sq mm
|-
| Yosys stat area || 131 sq um
|-
| Combinational cell area excluding buffers and inverters || 126 sq um
|-
| XOR/XNOR Area Share || 18.1%
|-
| Vias || 120
|-
| Post-synthesis share of cell area spent on and, or, nand and nor gates || 22.9%
|-
| Number of global-route vias before repair || around 120
|-
| Total area of sequential cells || 0 sq um
|-
| Share of cells above drive strength 1 || between 50% and 60%
|-
| Synth mux share || 0%
|-
| Worst slack, placed || -878 ps
|-
| Total negative setup slack || -73.7 ps
|-
| Adder-cell area share of the yosys netlist || 24.8%
|-
| Row count || 21
|-
| Setup CP Type || in -> out
|-
| Hold Crit Class || in -> out
|-
| Number of standard cells in the layout, taps in and fillers out || about 73
|-
| Antenna Cells || 0
|-
| Register area share after synthesis || 0%
|-
| Worst ir drop on vdd || 25.1 uV
|-
| Most common library cells after synthesis || buf_4, inv_1, nor3b_1
|-
| Synthesized area per cell || 8.76 sq um
|-
| Worst-case setup margin in the final layout || -73.7 ps
|-
| Detail-routed via count per cell || 1.64
|-
| Number of filler cells placed in the layout || 402
|-
| Cell types occupying the most area after synthesis || buf_4, xor3_1, fa_1
|-
| Timing-limited maximum frequency || a little over 500 MHz
|-
| CP arrival || approximately 1600 ps
|-
| Initial antenna violation count || 0
|-
| Required time at the worst-slack endpoint || 1520 ps
|-
| Maximum capacitance violations || 0
|-
| Post-Route WL || between 600 and 700 microns
|-
| Number of hold violations in the final report || 0
|-
| Leakage power summed over all cells || 0.000127 uW
|-
| Count of clock-net buffers in the final layout || 0
|-
| Cell count in the Yosys report || 15
|-
| GRT Total Usage || 1.69%
|-
| Area of the mapped netlist || 131 sq um
|-
| CP Launch Type || primary input
|-
| Buffers added on ports || 13
|-
| Top cell type's share of synthesized area || 22.9%
|-
| Main logic family || buffers and inverters
|-
| Tool warnings || 37
|-
| Global route total overflow || 0
|-
| Cells after Synth || 15
|-
| Placed wire-length estimate after detailed placement || about 550 microns
|-
| RD Place Congestion || 0.724
|-
| Floorplan-stage core utilization || 3.85%
|-
| Die Wd || 80 microns
|-
| Time the final worst path needs with I/O delays and setup || ~2000 ps
|-
| Largest fanout of any net on the critical path || 1
|-
| Unrepaired setup endpoints after global routing || true
|-
| Power density cells || 169 mW/mm^2
|-
| Count of pins over their slew limit || 0
|-
| Synth top cell by count || buf_4
|-
| Die height || 80 microns
|-
| First-pass iteration count of the detailed router || 2
|-
| Synthesized-area fraction occupied by ao, oa, aoi and oai cells || 0%
|-
| Total instance count after detailed placement || 73
|-
| DRC violation count after routing || 0
|-
| Average wire length per cell after detail routing || roughly 8.4 microns
|}
-- how the worst min path moves through the flow --
stage / cells after the start / start / end
after CTS: 3 / sel[1] / cout[2]
after global routing: 3 / sel[1] / cout[2]
final: 3 / sel[1] / cout[2]
-- where the power goes --
group          leakage, uW  total (uW)  internal, uW  switching [uW]
Combinational     0.000127        51.3          32.7            18.6
Sequential               0           0             0               0
Clock                    0           0             0               0
-- layout make-up --
type,instances,share of cell area [%]
Inverter,3,3.70
Timing Repair Buffer,13,35.8
Tap cell,46,18.9
Multi-Input combinational cell,11,41.6
-- per-layer routing --
metal / part of all wire, % / up-vias / GRT usage [%]
li1: - / 63 / -
met1: 47 / 45 / 2.40
met2: 24 / 12 / 1.36
met3: 29 / 0 / 2.27
met4: 0 / 0 / 0
met5: 0 / - / 0
-- through the flow --
| stage | util [%] | hold WS [ps] | cell area, sq um |
|---|---|---|---|
| 3_3_place_gp | 8.79 | 1720 | 300 |
| 4_1_cts | 8.68 | 1240 | 297 |
| 3_5_place_dp | 8.79 | 1720 | 300 |
| 5_1_grt | 8.90 | 1260 | 304 |
| 2_1_floorplan | - | 773 | 143 |
| 6_report | 8.90 | 1240 | 304 |
-- kinds of logic (layout without fill, tap and decap cells) --
kind of cell,Yosys count,after routing
buffers and inverters,7,16
other,1,4
adder cells (fa/ha/maj),2,2
XOR/XNOR,1,1
AND/OR/NAND/NOR,4,4
-- worst max-delay path: stages --
cell	delay [ps]
buf_6	70
ha_4	120
inv_2	30
fa_2	330
xor3_1	370
nor3_2	160
buf_2	130
-- cells in the final DEF (no fill, tap or decap), drive strengths merged --
cell type,count
conb,4
clkdlybuf4s50,4
buf,4
inv,3
dlygate4sd2,3
nor3,2
clkbuf,2
nor3b,2
xor3,1
fa,1
ha,1
-- repair_timing --
item / in CTS / in global routing
hold buffers: 0 / 0
endpoints found under the setup margin: 4 / 3
gates resized: 19 / 13
pin swaps: 2 / 4
Power figures rest on the tool's default switching activity, not on a simulated workload.
